==> flow/run.sh <==
#!/bin/bash
# OpenROAD 26Q1-2900-gdf79404cd8, Yosys 0.63+post, stock flow scripts
make -C /OpenROAD-flow-scripts/flow DESIGN_CONFIG=/design/flow/config.mk WORK_HOME=/design/flow/orfs finish
==> flow/config.mk <==
export PLATFORM = sky130hd
export DESIGN_NAME = lab3_top
export DESIGN_NICKNAME = lab3_top
export VERILOG_FILES = /design/flow/design.v
export SDC_FILE = /design/flow/constraint.sdc
export NUM_CORES = 4
export LEC_CHECK = 1
export CORE_UTILIZATION = 40
==> flow/constraint.sdc <==
current_design lab3_top

set clk_period 3.1
set clk_io_pct 0.2

create_clock -name clk0 -period $clk_period [get_ports {CLK50}]

set non_clock_inputs [all_inputs -no_clocks]
set_input_delay [expr $clk_period * $clk_io_pct] -clock clk0 $non_clock_inputs
set_output_delay [expr $clk_period * $clk_io_pct] -clock clk0 [all_outputs]
==> flow/design.v <==
module hex_to_seven_seg(B, SSEG_L);
  input  [3:0]  B;
  output [6:0]  SSEG_L;
  reg    [6:0]  SSEG_L;
// synthesis translate_off
// synthesis translate_on
  wire [3:0] BB;
  assign BB = B;
  always @ (BB)
  begin
    case (BB)
      4'h0 : SSEG_L = 7'b1000000;
      4'h1 : SSEG_L = 7'b1111001;
      4'h2 : SSEG_L = 7'b0100100;
      4'h3 : SSEG_L = 7'b0110000;
      4'h4 : SSEG_L = 7'b0011001;
      4'h5 : SSEG_L = 7'b0010010;
      4'h6 : SSEG_L = 7'b0000010;
      4'h7 : SSEG_L = 7'b1111000;
      4'h8 : SSEG_L = 7'b0000000;
      4'h9 : SSEG_L = 7'b0010000;
      4'hA : SSEG_L = 7'b0001000;
      4'hB : SSEG_L = 7'b0000011;
      4'hC : SSEG_L = 7'b1000110;
      4'hD : SSEG_L = 7'b0100001;
      4'hE : SSEG_L = 7'b0000110;
      4'hF : SSEG_L = 7'b0001110;
      default : SSEG_L = 7'b1111111;
    endcase
  end
endmodule
module lab3(CLK, RESET, ENABLE, TIME, MIN, TENSEC, SEC, DECISEC, CENTISEC);
  input         CLK;
  input         RESET;
  input         ENABLE;
  output [19:0] TIME;
  output [3:0]  MIN;
  output [3:0]  TENSEC;
  output [3:0]  SEC;
  output [3:0]  DECISEC;
  output [3:0]  CENTISEC;
  wire [3:0] centisecwire;
  wire [3:0] decisecwire;
  wire [3:0] secwire;
  wire [3:0] tensecwire;
  wire [3:0] minwire;
  wire centisecreset;
  wire decisecreset;
  wire secreset;
  wire tensecreset;
  wire minreset;
  wire decisecinc;
  wire secinc;
  wire tensecinc;
  wire mininc;
  assign centisecreset = ~((CENTISEC == 4'd9) | RESET);
  assign decisecreset = ~((CENTISEC == 4'd9 & DECISEC == 4'd9) | RESET);
  assign secreset = ~((CENTISEC == 4'd9 & DECISEC == 4'd9 & SEC == 4'd9) | RESET);
  assign tensecreset = ~((CENTISEC == 4'd9 & DECISEC == 4'd9 & SEC == 4'd9 & TENSEC == 3'd5) | RESET);
  assign minreset = ~((CENTISEC == 4'd9 & DECISEC == 4'd9 & SEC == 4'd9 & TENSEC == 3'd5 & MIN == 4'd9) | RESET);
  assign decisecinc = CENTISEC == 4'd9;
  assign secinc = CENTISEC == 4'd9 & DECISEC == 4'd9;
  assign tensecinc = CENTISEC == 4'd9 & DECISEC == 4'd9 & SEC == 4'd9;
  assign mininc = CENTISEC == 4'd9 & DECISEC == 4'd9 & SEC == 4'd9 & TENSEC == 3'd5;
  tcounter centicounter (
	 .CLR(centisecreset),
	 .ENP(ENABLE),
	 .ENT(1'b1),
	 .CLK(CLK),
	 .Q(CENTISEC)
  );
  tcounter decicounter (
	 .CLR(decisecreset),
	 .ENP(ENABLE),
	 .ENT(decisecinc),
	 .CLK(CLK),
	 .Q(DECISEC)
  );
  tcounter seccounter (
	 .CLR(secreset),
	 .ENP(ENABLE),
	 .ENT(secinc),
	 .CLK(CLK),
	 .Q(SEC)
  );
  tcounter tencounter (
	 .CLR(tensecreset),
	 .ENP(ENABLE),
	 .ENT(tensecinc),
	 .CLK(CLK),
	 .Q(TENSEC)
  );
  tcounter mincounter (
	 .CLR(minreset),
	 .ENP(ENABLE),
	 .ENT(mininc),
	 .CLK(CLK),
	 .Q(MIN)
  );
  assign TIME = {MIN, TENSEC, SEC, DECISEC, CENTISEC};
endmodule
module lab3_top(CLK50, SW, KEY, RESET_N, LEDR, HEX5, HEX4, HEX3, HEX2, HEX1, HEX0);
  input         CLK50;
  input  [9:0]  SW;
  input  [3:0]  KEY;
  input			 RESET_N;
  output [9:0]  LEDR;
  output [6:0]  HEX5;
  output [6:0]  HEX4;
  output [6:0]  HEX3;
  output [6:0]  HEX2;
  output [6:0]  HEX1;
  output [6:0]  HEX0;
  wire          CLK;
  wire   [3:0]  MIN;
  wire   [3:0]  TENSEC;
  wire   [3:0]  SEC;
  wire   [3:0]  DECISEC;
  wire   [3:0]  CENTISEC;
  lab3 theLab(
    .CLK(CLK),
	 .RESET(~RESET_N),
	 .ENABLE(SW[0]),
	 .MIN(MIN),
	 .TENSEC(TENSEC),
	 .SEC(SEC),
	 .DECISEC(DECISEC),
	 .CENTISEC(CENTISEC)
  );
  var_clk clockGenerator(
    .clock_50MHz(CLK50),
    .clock_sel(SW[9:7]),
    .var_clock(CLK)
  );
  assign HEX5 = 7'b1111111;
  hex_to_seven_seg minDisplay(
    .B(MIN),
    .SSEG_L(HEX4)
  );
  hex_to_seven_seg tensecDisplay(
    .B(TENSEC),
    .SSEG_L(HEX3)
  );
  hex_to_seven_seg secDisplay(
    .B(SEC),
    .SSEG_L(HEX2)
  );
  hex_to_seven_seg decisecDisplay(
    .B(DECISEC),
    .SSEG_L(HEX1)
  );
  hex_to_seven_seg centisecDisplay(
    .B(CENTISEC),
    .SSEG_L(HEX0)
  );
endmodule
module tcounter(CLK, CLR, ENP, ENT, Q);
	input CLK;
	input CLR;
	input ENP;
	input ENT;
	output [3:0] Q;	
	wire [3:0] holder;
	assign holder[0] = (ENP & ENT) ? 1'b1 : 1'b0; 
	assign holder[1] = (ENP & ENT & Q[0]) ? 1'b1 : 1'b0;
	assign holder[2] = (ENP & ENT & Q[0] & Q[1]) ? 1'b1 : 1'b0;
	assign holder[3] = (ENP & ENT & Q[0] & Q[1] & Q[2]) ? 1'b1 : 1'b0;
	treg4bit register (
		.CLK(CLK),
		.RESET(~CLR),
		.IN(holder),
		.OUT(Q)
	);
endmodule
module tffp(RESET, CLK, T, Q);
	input RESET;
	input CLK;
	input T;
	output Q;
	reg Q;
	always @(posedge CLK) begin
		Q <= RESET ? 1'b0 : T ? ~Q : Q;
	end
endmodule
module treg4bit(CLK, RESET, IN, OUT);
	input				CLK;
	input				RESET;
	input	 [3:0]	IN;
	output [3:0]	OUT;
	tffp tffp0 (
		.CLK(CLK),
		.RESET(RESET),
		.T(IN[0]),
		.Q(OUT[0])
	);
	tffp tffp1 (
		.CLK(CLK),
		.RESET(RESET),
		.T(IN[1]),
		.Q(OUT[1])
	);
	tffp tffp2 (
		.CLK(CLK),
		.RESET(RESET),
		.T(IN[2]),
		.Q(OUT[2])
	);
	tffp tffp3 (
		.CLK(CLK),
		.RESET(RESET),
		.T(IN[3]),
		.Q(OUT[3])
	);
endmodule
module var_clk(clock_sel, clock_50MHz, var_clock);
	input clock_50MHz;
	input [2:0] clock_sel;
	output var_clock;
	reg var_clock;
	wire rco_10MHz, rco_1MHz, rco_100kHz, rco_10kHz, rco_1kHz, rco_100Hz, rco_10Hz, rco_1Hz;
	wire clock_10MHz, clock_1MHz, clock_100kHz, clock_10kHz, clock_1kHz, clock_100Hz, clock_10Hz, clock_1Hz;
	pclock #(5) counter_10MHz(clock_50MHz,1'b1,clock_10MHz,rco_10MHz);    
	pclock counter_1MHz(clock_50MHz,rco_10MHz,clock_1MHz,rco_1MHz);       
	pclock counter_100kHz(clock_50MHz,rco_1MHz,clock_100kHz,rco_100kHz);  
	pclock counter_10kHz(clock_50MHz,rco_100kHz,clock_10kHz,rco_10kHz);   
	pclock counter_1kHz(clock_50MHz,rco_10kHz,clock_1kHz,rco_1kHz);       
	pclock counter_100Hz(clock_50MHz,rco_1kHz,clock_100Hz,rco_100Hz);     
	pclock counter_10Hz(clock_50MHz,rco_100Hz,clock_10Hz,rco_10Hz);       
	pclock counter_1Hz(clock_50MHz,rco_10Hz,clock_1Hz,rco_1Hz);           
	always @ (posedge clock_50MHz)
	case(clock_sel)
	   3'b000 : var_clock = clock_1Hz;
	   3'b001 : var_clock = clock_10Hz;
	   3'b010 : var_clock = clock_100Hz;
	   3'b011 : var_clock = clock_1kHz;
	   3'b100 : var_clock = clock_10kHz;
	   3'b101 : var_clock = clock_100kHz;
	   3'b110 : var_clock = clock_1MHz;
	   3'b111 : var_clock = clock_10MHz;
	   default: var_clock = clock_1Hz;
	endcase
endmodule
module pclock(clk,EN,clk_out,rco_out);
	input clk,EN;
	output clk_out,rco_out;
	parameter NCYCLES=10;
	reg [3:0] count;
	reg clk_out,rco_out;
	always @ (posedge clk)
	if(EN)
	   if(count < NCYCLES-1)
		   count = count+4'b0001;
	   else
		   count = 0;
	always @ (count,EN)
	begin
		if (count <= (NCYCLES-1)/2)
		   clk_out = 0;
		else
		   clk_out = 1;
		if ((count == NCYCLES-1) & EN)
		   rco_out = 1;
		else
		   rco_out = 0;
	end
endmodule
==> impl_metrics.py <==
# Generated from Yosys and OpenROAD reports
metrics = {
    "run_status": {
        "outcome": "finished, final reports clean",
    },
    "cts": {
        "cts_tree": "built",
        "h-tree-depth": 2,
        "cts-resized-gates": 0,
        "root_buffer": "clkbuf_8",
        "cts_buffers": 5,
        "cts_setup_buffers": 0,
        "clk_latency_ns": 0.28,
        "clk_pin_slew_ns": 0.06,
        "ctsLongestPathBuffers": 2,
        "hold_buffers": 0,
    },
    "logic_synthesis": {
        "yosys_cells": 484,
        "synth.top_cell.area_share_pct": 19.4,
        "ys_ff": 53,
        "synth_area_sq_um": 4330,
        "async_reset_ff_share_pct": 0,
        "postSynthSeqShare_pct": 31.0,
        "topCellsByArea": "edfxtp_1 (19%), ha_1 (17%), dfxtp_1 (12%), nand2_1 (3.9%), inv_1 (3.7%)",
        "ys_types": 54,
        "ys_chip_area_sq_um": 4330,
        "top_area_cell": "edfxtp_1",
        "flop_cell": "edfxtp_1",
        "synth_area_per_cell_sq_um": 8.94,
        "yosys_warnings": 16,
        "edf_count": 28,
        "postSynthCellCount": 484,
    },
    "sta": {
        "finalCriticalPeriod_ns": 2.24,
        "slew_viol_final": 0,
        "untimed_endpoints": 55,
        "fin_crit_sh_pct": 72.1,
        "unclocked_regs": 20,
        "worst_clock_skew_ns": 0.00473,
        "setup_viol": 0,
        "max-slew-margin-rel_pct": 59.7,
        "setup_tns_ns": 0,
        "final_hold_viol_count": 0,
        "rsz0062_at_grt": "no",
        "worstMarginPinSlew_ns": 0.604,
        "max_freq_ghz": 0.447,
    },
    "layout": {
        "drive_above_1_share_pct": 4.31,
        "syn2layout_area_growth_pct": 11.6,
        "design_area_sq_um": 4830,
        "fillers": 979,
    },
    "global_route": {
        "track_usage_pct": 13.5,
        "grt_pass1_wl_mm": 12.5,
        "grt_max_degree": 21,
        "antenna_found_initial": 0,
        "grt_overflow": 0,
        "first_global_vias": 2837,
    },
    "drt": {
        "routedWlPerCell_um": 11.3,
        "drc_errors": 0,
        "viasPerCell": 4.90,
        "dr.pass1.iters": 4,
        "wl_mm": 7.30,
        "vias": 3173,
        "ant_nets": 0,
        "n_antenna_cell": 0,
        "drt_iter0_drc": 141,
    },
    "place": {
        "io_buffers": 40,
        "place_congestion": 0.827,
        "hpwl_mm": 5.65,
        "placed_cell_area_sq_um": 4740,
    },
    "worst_setup_path": {
        "critPathArrivalTime_ns": 2.21,
        "crit_chain": "inv_1 -> ha_1 -> nand3b_1 -> or4_4 -> nor3_4 -> and3_1",
        "critPathBufInv": 1,
        "crit_required_ns": 3.07,
        "critPathCaptureType": "flip-flop",
        "criticalPathCategory": "reg -> reg",
        "cpPeakStageDelay_ns": 0.55,
        "cp_slowest_cell": "or4_4",
        "crit_fanout": 5,
        "crit_family": "simple AND/OR/NAND/NOR gates",
        "crit_path_start_kind": "flip-flop",
    },
    "floorplanning": {
        "dieArea_sq_um": 11200,
        "die_x_um": 106,
        "core_area_sq_um": 10400,
        "initCoreUtil_pct": 41.5,
        "ioPinCount": 68,
        "rows": 37,
        "die.size.y_um": 106,
    },
    "power": {
        "p_leak_nw": 1.94,
        "p_per_area_nw_per_um2": 181,
        "irDropWorstVdd_mv": 0.345,
    },
    "min_path": {
        "min_path_type": "reg -> reg",
    },
    "job": {
        "max-cap-violations": 0,
        "tool_warnings": 81,
    },
}
[per-stage QoR]
step                      total power [mW]  hold slack, ns  instances  utilization, %  setup slack, ns
after floorplan                      0.571           0.415        500               -             1.05
after global placement               0.582           0.442        639            45.5            0.874
after detailed placement             0.582           0.437        639            45.5            0.870
after CTS                            0.891           0.446        647            46.3            0.853
after global routing                 0.918           0.469        647            46.3            0.751
final                                0.874           0.443        647            46.3            0.864
[area by class of cell]
class	count	area, sq um	share of cell area, %
Tap cell	136	170	3.53
Multi-Input combinational cell	367	2670	55.3
Inverter	43	161	3.34
Timing Repair Buffer	40	400	8.29
Clock inverter	2	10.0	0.207
Clock buffer	6	72.6	1.50
Sequential cell	53	1340	27.8
[power by group]
part / internal, mW / leakage, nW / switching [mW]
clock network: 0.155 / 0.0450 / 0.148
registers: 0.504 / 0.470 / 0.0124
logic: 0.0300 / 1.43 / 0.0246
[flip-flops by register name, indices dropped and copies added (netlist names), 4 cells and up]
| name | flops |
|---|---|
| clockGenerator.counter_100Hz.count | 4 |
| clockGenerator.counter_100kHz.count | 4 |
| clockGenerator.counter_10Hz.count | 4 |
| clockGenerator.counter_10MHz.count | 4 |
| clockGenerator.counter_10kHz.count | 4 |
| clockGenerator.counter_1Hz.count | 4 |
| clockGenerator.counter_1MHz.count | 4 |
| clockGenerator.counter_1kHz.count | 4 |
[cells in the final DEF, fill, tap and decap left out, types with 3 or more instances in the layout]
cell type	netlist	final
a211oi_1	4	4
inv_1	43	43
nor2_1	41	41
mux2i_1	6	6
o21a_1	5	5
clkdlybuf4s50_1	0	40
nand3_1	10	10
o31ai_1	3	3
edfxtp_1	28	28
nand2b_1	20	20
a22o_1	7	7
o21ai_0	26	26
a21boi_0	7	7
nor2b_1	7	7
xnor2_1	14	14
dfxtp_1	25	25
ha_1	59	59
xor2_1	4	4
nand4b_1	4	4
a32o_1	4	4
nand3b_1	9	9
mux4_2	6	6
clkbuf_8	0	5
conb_1	2	18
nand2_1	45	45
nor3_1	9	9
nor4_1	5	5
a21oi_1	18	18
a31oi_1	10	10
[kinds of logic (layout without fill, tap and decap cells)]
| logic type | after synthesis | count (layout) | share of synthesized area, % |
|---|---|---|---|
| compound gates | 92 | 92 | 14.1 |
| other cells | 2 | 18 | 0.174 |
| xor+xnor | 18 | 18 | 3.64 |
| mux | 12 | 12 | 4.51 |
| flops | 53 | 53 | 31.0 |
| fa+ha+maj | 59 | 59 | 17.1 |
| buf+inv | 80 | 91 | 8.65 |
| simple gates | 168 | 168 | 20.9 |
[cells in the mapped netlist (all sizes together) (2+ instances only)]
library cell / number
a211oi: 4
a21boi: 7
a21oi: 18
a22o: 7
a31oi: 10
a32o: 4
and2: 2
buf: 25
clkbuf: 12
conb: 2
dfxtp: 25
edfxtp: 28
ha: 59
inv: 43
mux2i: 6
mux4: 6
nand2: 45
nand2b: 20
nand3: 10
nand3b: 10
nand4: 2
nand4b: 5
nor2: 41
nor2b: 7
nor3: 10
nor4: 6
o21a: 5
o21ai: 27
o22ai: 2
o31ai: 4
o32ai: 2
or3: 2
or4: 2
xnor2: 14
xor2: 4
[worst reg2reg max path: cells and delay by family, from the launching register on]
kind	cells	cell delay, ns
buffers and inverters	1	0.10
and+or+nand+nor	4	1.28
adders and majority gates	1	0.14
DFF	1	0.42
[metal layers]
layer | GRT usage, % | vias up | share of wire (%)
met5 | 0 | - | 0
met3 | 1.38 | 5 | 2.3
met1 | 20.1 | 1442 | 49
met4 | 0.992 | 0 | 0.74
met2 | 23.0 | 35 | 47
li1 | - | 1691 | -
[path summary, 6_finish.rpt]
check	start	endpoint	slack, ns	cells past startpoint
max	clockGenerator.counter_1MHz.count[1]$_SDFFCE_PP0P_	clockGenerator.counter_1Hz.count[3]$_SDFFCE_PP0P_	0.86	6
max reg2reg	clockGenerator.counter_1MHz.count[1]$_SDFFCE_PP0P_	clockGenerator.counter_1Hz.count[3]$_SDFFCE_PP0P_	0.86	6
min reg2reg	clockGenerator.counter_10MHz.count[3]$_SDFF_PN0_	clockGenerator.counter_10MHz.count[0]$_SDFF_PN0_	0.44	1
min	clockGenerator.counter_10MHz.count[3]$_SDFF_PN0_	clockGenerator.counter_10MHz.count[0]$_SDFF_PN0_	0.44	1
No activity file was given, so power comes from the tool's default toggle rates.
